File: design/flow/design.v
`timescale 1ns / 1ps
module traffic_light_controller(n_lights,s_lights,e_lights,w_lights,clk,rst_a);
	output reg 	[2:0] n_lights,s_lights,e_lights,w_lights; 
	input			clk;
	input			rst_a;
	reg [2:0] state;
	parameter [2:0] north	= 3'b000;
	parameter [2:0] north_y = 3'b001;
	parameter [2:0] south	= 3'b010;
	parameter [2:0] south_y	= 3'b011;
	parameter [2:0] east		= 3'b100;
	parameter [2:0] east_y	= 3'b101;
	parameter [2:0] west		= 3'b110;
	parameter [2:0] west_y	= 3'b111;
	reg [2:0] count;  
	always @(posedge clk, posedge rst_a)
		begin
			if (rst_a)
				begin
					state=north;
					count = 0;
				end
			else
				begin
					if (count == 7)  
						begin
						case (state)
							north :
							begin
								count = 0;
								state = north_y;
							end
							south :
							begin
								count = 0;
								state = south_y;
							end
							east :
							begin
								count = 0;
                        state = east_y;
							end
							west :
							begin
								count = 0;
								state = west_y;
							end
						endcase
					end
					if (count == 3)  
						begin
						case (state)						
							north_y :
							begin
								count = 0;
								state = south;
							end
							south_y :
							begin
								count = 0;
                        state = east;
							end
							east_y :
							begin
								count = 0;
                        state = west;
							end
							west_y :
							begin
								state = north;
                        count = 0;
							end
						endcase  
					end  
				count = count + 1;
			end  
	end 
	always @(state)
		begin
         case (state)
            north :
                begin
                    n_lights = 3'b001;
                    s_lights = 3'b100;
                    e_lights = 3'b100;
                    w_lights = 3'b100;
                end  
            north_y :
                begin
                    n_lights = 3'b010;
                    s_lights = 3'b100;
                    e_lights = 3'b100;
                    w_lights = 3'b100;
                end  
            south :
                begin
                    n_lights = 3'b100;
                    s_lights = 3'b001;
                    e_lights = 3'b100;
                    w_lights = 3'b100;
                end  
            south_y :
                begin
                    n_lights = 3'b100;
                    s_lights = 3'b010;
                    e_lights = 3'b100;
                    w_lights = 3'b100;
                end  
            west :
                begin
                    n_lights = 3'b100;
                    s_lights = 3'b100;
                    e_lights = 3'b100;
                    w_lights = 3'b001;
                end  
            west_y :
                begin
                    n_lights = 3'b100;
                    s_lights = 3'b100;
                    e_lights = 3'b100;
                    w_lights = 3'b010;
                end  
            east :
                begin
                    n_lights = 3'b100;
                    s_lights = 3'b100;
                    e_lights = 3'b001;
                    w_lights = 3'b100;
                end  
            east_y :
                begin
                    n_lights = 3'b100;
                    s_lights = 3'b100;
                    e_lights = 3'b010;
                    w_lights = 3'b100;
                end  
            endcase  
     end  
endmodule
File: design/flow/run.sh
#!/bin/bash
# OpenROAD 26Q1-2900-gdf79404cd8, Yosys 0.63+post, stock flow scripts
make -C /OpenROAD-flow-scripts/flow DESIGN_CONFIG=/design/flow/config.mk WORK_HOME=/design/flow/orfs finish
File: design/flow/config.mk
export PLATFORM = sky130hd
export DESIGN_NAME = traffic_light_controller
export DESIGN_NICKNAME = traffic_light_controller
export VERILOG_FILES = /design/flow/design.v
export SDC_FILE = /design/flow/constraint.sdc
export NUM_CORES = 4
export LEC_CHECK = 1
export CORE_AREA = 10 10 70 70
export DIE_AREA = 0 0 80 80
File: design/flow/constraint.sdc
current_design traffic_light_controller

set clk_period 1.6
set clk_io_pct 0.2

create_clock -name clk0 -period $clk_period [get_ports {clk}]

set non_clock_inputs [all_inputs -no_clocks]
set_input_delay [expr $clk_period * $clk_io_pct] -clock clk0 $non_clock_inputs
set_output_delay [expr $clk_period * $clk_io_pct] -clock clk0 [all_outputs]
==> impl_metrics.json <==
{
  "status": "finished with violations",
  "violations": "setup timing",
  "wl_per_cell_um": 10.2,
  "final-setup-viol-count": 7,
  "fp_util": 0.121,
  "critical_path.startpoint": "state[1]",
  "antenna_found_initial": 0,
  "max_stage_delay_ps": 390,
  "period_used_share": 1.11,
  "finalWorstSetupSlack_ps": -169,
  "drt-total-wl_um": 1230,
  "numClockSinks": 6,
  "ys_area_um2": 412,
  "peakVddDrop_mv": 0.279,
  "clk_latency_ps": 240,
  "vias_per_cell": 3.58,
  "avgSynthCellArea_um2": 8.76,
  "grt_start_max_net_pins": 9,
  "clk_path_buf_depth": 2,
  "tritoncts": "yes",
  "arrival_ps": 1890,
  "critPathMaxFanout": 3,
  "cpMaxStageDelayCell": "dfrtp_1",
  "grt_pass1_wl_um": 2010,
  "detail_route.antenna_diodes": 0,
  "max_freq_mhz": 565,
  "maxSlewHeadroom": 0.830,
  "crit_top_cell": "buf_6",
  "ant_nets": 0,
  "drc_errors": 0,
  "p_total_uw": 297,
  "rsz0062_at_grt": "true",
  "rr_endpoint": "count[2]",
  "ios": 14,
  "dieArea_um2": 6400,
  "clkTransAtPathRegs_ps": 50,
  "placed_cells": 114,
  "r2r_start": "state[1]",
  "coreArea_um2": 3420,
  "powerDensity_nw_per_um2": 382,
  "fin_area_um2": 777,
  "dp_hpwl_um": 941,
  "critPathLaunchType": "register",
  "die_w_um": 80,
  "htreeDepth": 1,
  "cts_inserted_buffers": 3,
  "clockRootBuffer": "clkbuf_4",
  "fin_tns_setup_ps": -399,
  "stdcell_count": 120,
  "worst_slew_pin_slew_ps": 255,
  "die_h_um": 80,
  "ys_seq_frac": 0.365,
  "cap_violations": 0,
  "syn_inst": 47,
  "synth_area_um2": 412,
  "drt-pass1-iter-count": 4,
  "grt_pass1_vias": 418,
  "hold_path_class": "input pin to asynchronous set/reset pin",
  "crit_type": "register to register",
  "portBuffers": 13,
  "reg2reg_slack_ps": -170,
  "critPathRequiredTime_ps": 1720,
  "p_leak_uw": 0.000372,
  "synth_warnings": 1,
  "critPathTopFamily": "simple AND/OR/NAND/NOR gates",
  "syn2layout_area_growth_pct": 88.8,
  "path_cells": "buf_6 > buf_6 > ha_4 > or3_4 > a31oi_1 > ha_2 > or2b_1 > o211ai_1",
  "critical_path_buf_inv_count": 2,
  "hold_viol": 0,
  "synth_cell_types": 21,
  "row_count": 21,
  "synth-seq-cells": 6,
  "fin_crit_ps": 1770,
  "route.vias.total": 429,
  "drive_above_1_share": 0.527,
  "reg2regPathDepth": 8,
  "yosys_cells": 47,
  "place_area_um2": 713,
  "drt_iter0_markers": 9,
  "maxSlewViolCount": 0,
  "dpl_worst_slack_ps": -197,
  "place_congestion": 0.792,
  "track_usage": 0.0379,
  "endpoint_kind": "register",
  "fin_skew_ps": 2.58,
  "warnings": 29,
  "overflow": 0
}
==> what timing repair did <==
item	in CTS	in global routing
buffers inserted	2	1
hold buffers	0	0
resized	26	13
endpoints found under the setup margin	14	7
endpoints found under the hold margin	0	0
pin swaps	6	1
==> state kept, by name (all words and copies together), names as in the netlist <==
signal / count
count: 3
state: 3
==> through the flow <==
stage / util / hold WS (ps)
floorplan: - / 111
global placement: 0.209 / 588
detailed placement: 0.209 / 579
CTS: 0.221 / 321
global route: 0.227 / 340
finish: 0.227 / 320
==> report_power, final <==
part           internal (uW)  switching [uW]  total, uW
Clock                   84.8            53.7        138
Sequential               152               0        152
Combinational           2.30            3.54       5.84
Total                    239            57.2        297
==> how the worst max path moves through the flow <==
| stage | end | slack, ps | cells past startpoint |
|---|---|---|---|
| CTS | count[2] | -180 | 8 |
| finish | count[2] | -170 | 8 |
| global route | count[2] | -230 | 8 |
==> cells in the final DEF, fill, tap and decap left out, types with 2 or more instances in the layout <==
master         count
buf_4              9
nor2_1             6
dfrtp_1            6
inv_1              4
dlygate4sd2_1      4
buf_2              4
buf_6              4
clkbuf_4           3
clkbuf_2           3
nand2b_4           2
nand2_4            2
mux2_2             2
nand2b_1           2
nand4b_1           2
ha_4               2
==> logic make-up (layout without fill, tap and decap cells) <==
group,Yosys count,count (layout),share of synthesized area
AND/OR/NAND/NOR,23,23,0.316
adder cells (fa/ha/maj),3,3,0.0912
flip-flops,6,6,0.365
buffers and inverters,7,34,0.0669
AND-OR/OR-AND,6,6,0.106
multiplexers,2,2,0.0547
==> synthesized netlist by cell type (all sizes together) <==
cell / instances / area (um2)
a31oi: 2 / 12.5
or2: 1 / 6.26
dfrtp: 6 / 150
o211a: 1 / 10.0
nand2: 3 / 11.3
or3: 1 / 11.3
a31o: 1 / 8.76
buf: 1 / 5.00
nand3: 1 / 5.00
mux2: 2 / 22.5
ha: 3 / 37.5
o21ai: 1 / 5.00
nor2: 8 / 30.0
nand2b: 4 / 25.0
or2b: 1 / 7.51
clkbuf: 1 / 3.75
nand4b: 2 / 17.5
inv: 5 / 18.8
and3b: 1 / 8.76
o211ai: 1 / 7.51
nand3b: 1 / 7.51
==> routing by layer <==
metal,vias up,GRT usage,routed length (um)
met5,-,0,0
met4,0,0.00704,12
met3,2,0.0114,22
met2,2,0.0642,634
met1,209,0.0464,557
li1,216,-,-
==> area by class of cell <==
type                            instances  area (um2)
Fill cell                             375        2640
Clock buffer                            3        22.5
Sequential cell                         6         150
Multi-Input combinational cell         34         323
Inverter                                5        18.8
Timing Repair Buffer                   26         205
Tap cell                               46        57.6
